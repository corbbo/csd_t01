==> flow/design.v <==
module counters
(
  input wire rst, clk_milisec, en, split,
  output wire [3:0] o_hr_0, o_hr_1, o_min_0, o_min_1, o_sec_0, o_sec_1, o_cent_0, o_cent_1
);
reg split_en;
reg [3:0] hr_0, hr_1, min_0, min_1, sec_0, sec_1, cent_0, cent_1;
always @(posedge clk_milisec or posedge rst) begin
    if (rst) begin
        hr_0 <= 4'd0;
        hr_1 <= 4'd0;
        min_0 <= 4'd0;
        min_1 <= 4'd0;
        sec_0 <= 4'd0;
        sec_1 <= 4'd0;
        cent_0 <= 4'd0;
        cent_1 <= 4'd0;
    end
    else begin
        if (en) begin
            if (cent_0 == 4'd9) begin
                cent_0 <= 4'd0;
                if (cent_1 == 4'd9) begin
                    cent_1 <= 4'd0;
                    if (sec_0 == 4'd9) begin
                        sec_0 <= 4'd0;
                        if (sec_1 == 4'd5) begin
                            sec_1 <= 4'd0;
                            if (min_0 == 4'd9) begin
                                min_0 <= 4'd0;
                                if (min_1 == 4'd5) begin
                                    min_1 <= 4'd0;
                                    if (hr_0 == 4'd9) begin
                                        hr_0 <= 4'd0;
                                        if (hr_1 == 4'd9) begin
                                            hr_1 <= 4'd0;
                                        end
                                        else begin
                                            hr_1 <= hr_1 + 4'd1;
                                        end
                                    end
                                    else begin
                                        hr_0 <= hr_0 + 4'd1;
                                    end
                                end
                                else begin
                                    min_1 <= min_1 + 4'd1;
                                end
                            end
                            else begin
                                min_0 <= min_0 + 4'd1;
                            end
                        end
                        else begin
                            sec_1 <= sec_1 + 4'd1;
                        end
                    end
                    else begin
                        sec_0 <= sec_0 + 4'd1;
                    end
                end
                else begin
                    cent_1 <= cent_1 + 4'd1;
                end
            end
            else begin
                cent_0 <= cent_0 + 4'd1;
            end
        end
    end
end
assign o_hr_0 = hr_0;
assign o_hr_1 = hr_1;
assign o_min_0 = min_0;
assign o_min_1 = min_1;
assign o_sec_0 = sec_0;
assign o_sec_1 = sec_1;
assign o_cent_0 = cent_0;
assign o_cent_1 = cent_1;
endmodule
module dcm 
(
  input wire rst, clk,
  output wire clk_milisec, clk_500ms
);
reg [31:0] counter_clk;
reg clock, clock_500ms;
reg [31:0] counter, counter500;
always @(posedge clk or posedge rst) begin
  if (rst) begin
    clock <= 0;
    counter_clk <= 0;
    counter500 <= 32'd0;
  end
  else begin
    if (counter_clk >= 32'd499999) begin
      clock <= ~clock;
      counter_clk <= 32'd0;
      counter500 <= counter500 + 32'd1;
      if (counter500 >= 32'd49) begin
        clock_500ms <= ~clock_500ms;
        counter500 <= 32'd0;
      end
    end
    else begin
      counter_clk <= counter_clk + 32'd1;
    end
  end
end
assign clk_milisec = clock;
assign clk_500ms = clock_500ms;
endmodule
module dm
(
    input wire rst, clk, clk_500ms, splitcheck,
    input wire [3:0] hr_0, hr_1, min_0, min_1, sec_0, sec_1, cent_0, cent_1,
    output wire [7:0] an, dec_ddp
);
wire [5:0] d1, d2, d3, d4, d5, d6, d7, d8;
reg [3:0] split1, split2, split3, split4, split5, split6, split7, split8;
wire [3:0] digit1, digit2, digit3, digit4, digit5, digit6, digit7, digit8;
reg splitswitch, lightswitch;
always @(posedge clk or posedge rst) begin
  if (rst) begin
    split1 <= 4'b0;
    split2 <= 4'b0;
    split3 <= 4'b0;
    split4 <= 4'b0;
    split5 <= 4'b0;
    split6 <= 4'b0;
    split7 <= 4'b0;
    split8 <= 4'b0;
    splitswitch <= 1'b0;
  end else begin
    if (splitcheck) begin
        split1 <= cent_0;
        split2 <= cent_1;
        split3 <= sec_0;
        split4 <= sec_1;
        split5 <= min_0;
        split6 <= min_1;
        split7 <= hr_0;
        split8 <= hr_1;
        splitswitch <= ~splitswitch;
    end
   end
end
always@(posedge clk_500ms or posedge rst) begin
  if (rst) begin
    lightswitch <= 1'b1;
  end else begin
    if (splitswitch) begin
      lightswitch <= ~lightswitch;
    end else begin
      lightswitch <= 1'b1;
    end
  end
end
assign digit1 = splitswitch ? split1 : cent_0;
assign digit2 = splitswitch ? split2 : cent_1;
assign digit3 = splitswitch ? split3 : sec_0;
assign digit4 = splitswitch ? split4 : sec_1;
assign digit5 = splitswitch ? split5 : min_0;
assign digit6 = splitswitch ? split6 : min_1;
assign digit7 = splitswitch ? split7 : hr_0;
assign digit8 = splitswitch ? split8 : hr_1;
assign d1 = ({lightswitch, digit1, 1'b0});
assign d2 = ({lightswitch, digit2, 1'b0});
assign d3 = ({lightswitch, digit3, 1'b0});
assign d4 = ({lightswitch, digit4, 1'b0}); 
assign d5 = ({lightswitch, digit5, 1'b0});
assign d6 = ({lightswitch, digit6, 1'b0}); 
assign d7 = ({lightswitch, digit7, 1'b0});
assign d8 = ({lightswitch, digit8, 1'b0}); 
dspl_drv_NexysA7 driver (
  .reset(rst), 
  .clock(clk), 
  .d1(d1), 
  .d2(d2), 
  .d3(d3), 
  .d4(d4), 
  .d5(d5), 
  .d6(d6), 
  .d7(d7), 
  .d8(d8), 
  .an(an), 
  .dec_cat(dec_ddp)
);
endmodule
module dspl_drv_NexysA7 
#(parameter HALF_MS_COUNT = 50000)
(
  input clock, reset,
  input [5:0] d1, d2, d3, d4, d5, d6, d7, d8,
  output reg [7:0] an, dec_cat
);
  reg ck_1KHz;
  reg [2:0] dig_selection;
  reg [4:0] selected_dig;
  reg [31:0] count_50K;
  always @(posedge clock or posedge reset)
  begin
    if (reset == 1'b1) begin
      ck_1KHz   <= 1'b0;
      count_50K <= 32'd0;
    end
    else begin
      if (count_50K == HALF_MS_COUNT-1) begin
        ck_1KHz   <= ~ck_1KHz;
        count_50K <= 32'd0;
      end
      else begin
        count_50K <= count_50K + 1;
      end
    end
  end
  always @(posedge ck_1KHz or posedge reset)
  begin
    if (reset == 1'b1) begin
      dig_selection <= 3'd0;
      selected_dig  <= 5'd0;
      an            <= 8'b11111111;  
    end
    else begin
      if (dig_selection == 3'b111) begin
        dig_selection <= 3'd0;
      end
      else begin
        dig_selection <= dig_selection + 1;
      end
      case (dig_selection)
        3'd0 : begin
          selected_dig <= d1[4:0];
          an <= {7'b1111111, ~d1[5]};
        end
        3'd1 : begin
          selected_dig <= d2[4:0];
          an <= {6'b111111, ~d2[5], 1'b1};
        end
        3'd2 : begin
          selected_dig <= d3[4:0];
          an <= {5'b11111, ~d3[5], 2'b11};
        end
        3'd3 : begin
          selected_dig <= d4[4:0];
          an <= {4'b1111, ~d4[5], 3'b111};
        end
        3'd4 : begin
          selected_dig <= d5[4:0];
          an <= {3'b111, ~d5[5], 4'b1111};
        end
        3'd5 : begin
          selected_dig <= d6[4:0];
          an <= {2'b11, ~d6[5], 5'b11111};
        end
        3'd6 : begin
          selected_dig <= d7[4:0];
          an <= {1'b1, ~d7[5], 6'b111111};
        end
        default : begin
          selected_dig <= d8[4:0];
          an <= {~d8[5], 7'b1111111};
        end
      endcase
    end
  end
  always @*
  begin
    case (selected_dig[4:1])
      4'h0 : dec_cat[7:1] = 7'b0000001;
      4'h1 : dec_cat[7:1] = 7'b1001111;
      4'h2 : dec_cat[7:1] = 7'b0010010;
      4'h3 : dec_cat[7:1] = 7'b0000110;
      4'h4 : dec_cat[7:1] = 7'b1001100;
      4'h5 : dec_cat[7:1] = 7'b0100100;
      4'h6 : dec_cat[7:1] = 7'b0100000;
      4'h7 : dec_cat[7:1] = 7'b0001111;
      4'h8 : dec_cat[7:1] = 7'b0000000;
      4'h9 : dec_cat[7:1] = 7'b0000100;
      default : dec_cat[7:1] = 7'b0111000;
    endcase
    dec_cat[0] = ~selected_dig[0];
  end
endmodule
module edge_detector_sintese
(
  input clk, rst, din,
  output reg rising
);
  reg [16:0] contador;
  reg [1:0] EA;
  always @(posedge clk or posedge rst)
  begin
    if (rst == 1'b1) begin
	  EA <= 2'd0;
      rising <= 1'b0;
	  contador <= 17'd0;
    end
    else begin
      case (EA)
        2'd0 : begin
          if (din == 1'b1) begin
            contador <= 17'd0;
			EA <= 2'd1;
			rising <= 1'b1;
          end
        end
        2'd1 : begin
	      EA <= 2'd2;
	      rising <= 1'b0;
        end	
        default : begin
          if (din == 1'b0 && contador > 130000) begin  
            EA <= 2'd0;
		  end
		  else begin
		    contador <= contador + 1;
          end
        end
      endcase
    end
  end
endmodule
module top
(
    input wire clk, rst, start, stop, split,
    output wire [7:0] an, dec_ddp
);
wire start_ed, stop_ed, split_ed;
wire clk_milisec, clk_500ms;
wire [3:0] o_hr_0, o_hr_1, o_min_0, o_min_1, o_sec_0, o_sec_1, o_cent_0, o_cent_1;
reg en;
edge_detector_sintese ed_start (
    .clk(clk),
    .rst(rst),
    .din(start),
    .rising(start_ed)
);
edge_detector_sintese ed_stop (
    .clk(clk),
    .rst(rst),
    .din(stop),
    .rising(stop_ed)
);
edge_detector_sintese ed_split (
    .clk(clk),
    .rst(rst),
    .din(split),
    .rising(split_ed)
);
dcm dcm (
  .rst(rst),
  .clk(clk),
  .clk_milisec(clk_milisec),
  .clk_500ms(clk_500ms)
);
counters counters (
    .rst(rst),
    .clk_milisec(clk_milisec),
    .o_hr_0(o_hr_0),
    .o_hr_1(o_hr_1),
    .o_min_0(o_min_0),
    .o_min_1(o_min_1),
    .o_sec_0(o_sec_0),
    .o_sec_1(o_sec_1),
    .o_cent_0(o_cent_0),
    .o_cent_1(o_cent_1),
    .split(split_ed),
    .en(en)
);
dm dm (
    .rst(rst),
    .clk(clk),
    .clk_500ms(clk_500ms),
    .splitcheck(split_ed),
    .hr_0(o_hr_0),
    .hr_1(o_hr_1),
    .min_0(o_min_0),
    .min_1(o_min_1),
    .sec_0(o_sec_0),
    .sec_1(o_sec_1),
    .cent_0(o_cent_0),
    .cent_1(o_cent_1),
    .an(an),
    .dec_ddp(dec_ddp)
);
localparam S_IDLE = 2'b00;
localparam S_RUNNING = 2'b01;
localparam S_SPLIT = 2'b10;
localparam S_STOP = 2'b11;
reg [1:0] EA;
wire splitcontrol;
always @(posedge clk or posedge rst) begin
    if (rst) begin
        EA <= S_IDLE;
    end
    else begin
        case (EA)
            S_IDLE: begin
                if (start_ed == 1) begin
                    EA <= S_RUNNING;
                end
            end
            S_RUNNING: begin
                if (stop_ed == 1) begin
                    EA <= S_STOP;
                end else if (split_ed == 1) begin
                    EA <= S_SPLIT;
                end
            end
            S_SPLIT: begin
                if (splitcontrol == 1) begin
                EA <= S_RUNNING;
                end
            end
            S_STOP: begin
                if (start_ed == 1) begin
                    EA <= S_RUNNING;
                end
            end
            default: begin EA <= S_IDLE; end
        endcase
    end
end
always @(posedge clk or posedge rst) begin
    if (rst) begin
        en <= 1'b0;
    end
    else begin
        case (EA)
            S_IDLE: begin
                en <= 1'b0;
            end
            S_RUNNING: begin
                en <= 1'b1;
            end
            S_SPLIT: begin
                en <= 1'b1;
            end
            S_STOP: begin
                en <= 1'b0;
            end
            default: begin en <= 1'b0; end
        endcase
    end
end
assign splitcontrol = ~split_ed;
endmodule
==> flow/run.sh <==
#!/bin/bash
# OpenROAD 26Q1-2900-gdf79404cd8, Yosys 0.63+post, stock flow scripts
make -C /OpenROAD-flow-scripts/flow DESIGN_CONFIG=/design/flow/config.mk WORK_HOME=/design/flow/orfs finish
==> flow/config.mk <==
export PLATFORM = sky130hd
export DESIGN_NAME = top
export DESIGN_NICKNAME = top
export VERILOG_FILES = /design/flow/design.v
export SDC_FILE = /design/flow/constraint.sdc
export NUM_CORES = 4
export LEC_CHECK = 1
export CORE_UTILIZATION = 40
==> flow/constraint.sdc <==
current_design top

set clk_period 7.6
set clk_io_pct 0.2

create_clock -name clk0 -period $clk_period [get_ports {clk}]

set non_clock_inputs [all_inputs -no_clocks]
set_input_delay [expr $clk_period * $clk_io_pct] -clock clk0 $non_clock_inputs
set_output_delay [expr $clk_period * $clk_io_pct] -clock clk0 [all_outputs]
==> results.cfg <==
; generated from flow reports
[outcome]
result_of_the_run = completed

[clock_network]
clk_path_buf_depth = 2
cts_max_level = 4
clk-insertion-delay-late_ns = 0.45
path_clk_slew_ns = 0.08
cts-root-buf = sky130_fd_sc_hd__clkbuf_16
tritoncts_clock_tree = yes
post_cts_resized = 0
number_of_buffers_inserted_during_clock_tree_synthesis = 17
cts-hold-fix-buffers = 0
postCtsSetupRepairBufs = 0

[sta]
count_of_endpoints_without_a_timing_constraint = 63
worst_slew_pin_slew_ns = 0.865
timing.final.setup_violations = 0
slew_viol_final = 0
final_count_of_hold_timing_violations = 0
fin_ws_ns = 4.45
finalClockPeriodUsage = 0.414
fin_skew_ns = 0.0158
unclocked_pins = 48
timing.final.crit_period_ns = 3.15
final.setup.tns_ns = 0
max_freq_mhz = 318
final_hold_slack_ns = 0.450
worst_slew_margin_rel = 0.418
rsz0062_at_grt = false

[detailed_routing]
routedWlPerCell_um = 13.8
detailroute.via_count = 8212
wirelength_mm = 21.5
first_iter_violations = 507
drc_viols = 0
count_of_antenna_violating_nets_left_after_detailed_routing = 0
insertedDiodeCount = 0
vias_per_cell = 5.27
detailedRoute.firstPassIterationCount = 7

[layout]
post_route_cells_drive_above_1_share = 0.100
most_common_logic_cell_in_the_routed_design = sky130_fd_sc_hd__dfrtp_1
layout-area-overhead-vs-synth_pct = 11.0
final_design_area_no_fill_mm2 = 0.0132
post_layout_nonfiller_instances = 1559
most-common-layout-cells = 234 x sky130_fd_sc_hd__dfrtp_1, 86 x sky130_fd_sc_hd__nand2_1, 85 x sky130_fd_sc_hd__nor2_1

[floorplanning]
top_level_ports = 21
die-width_um = 174
die_area_mm2 = 0.0304
core_util_floorplan = 0.410
row_count = 62
core_region_area_mm2 = 0.0289
die.size.y_um = 174

[worst_setup_path]
critical_path.reg2reg.endpoint = dcm.clock_500ms
arrival_ns = 3.64
max_stage_delay_ns = 0.60
endpoint_kind = asynchronous set/reset pin
critical_path_required_ns = 8.09
critPathLaunchType = primary input
worst-r2r-setup-slack_ns = 5.11
r2r_cells = 6
timing.critical_path.cells = clkdlybuf4s50_1 > clkinvlp_4 > buf_4 > buf_12
critical_path_class = in2async
slowest_stage_cell_crit_path = sky130_fd_sc_hd__buf_4
startpoint_of_the_worst_slack_reg_to_reg_timing_path = dcm.counter_clk[0]
cp_max_fo = 130

[yosys]
topCellsByArea = sky130_fd_sc_hd__dfrtp_1 49%, sky130_fd_sc_hd__mux2_2 3.7%, sky130_fd_sc_hd__o21ai_0 3.0%
synth_seq_share = 0.525
synthDistinctLibCells = 73
netlist_instances = 1141
synth-cells-yosys = 1141
synthFlopType = sky130_fd_sc_hd__dfrtp_1
syn_avg_cell_area_um2 = 10.4
synth-area-yosys_mm2 = 0.0119
number_of_synthesized_flops_with_an_enable_pin = 1
postSynthRegisterBits = 248
synthesis.area_mm2 = 0.0119
synth_top_cell_by_area = sky130_fd_sc_hd__dfrtp_1
yosysWarnings = 6
ys_async_sr_fraction = 0.996
area_fraction_of_the_dominant_cell_type_after_synthesis = 0.493

[place]
dpl_cell_area_mm2 = 0.0125
port_buffers = 19
gpl.final_weighted_congestion = 0.822
place_ws_ns = 3.92
dp_cells = 1527
post-dp-hpwl_mm = 14.1

[min_path]
min_from = EA[3]
worstHoldPathCells = 1
worstHoldPathType = reg2reg
min_to = en

[grt]
grt_start_max_net_pins = 131
antenna_violations_before_repair = 0
groute.usage.overall = 0.156
grt_pass1_vias = 7823
grt_first_pass_wirelength_mm = 38.4
grt.overflow.total = 0

[job]
tool_warnings = 40
max_cap_violations = 0

[power]
power.density_cell_area_mw_per_mm2 = 172
ir_worst_vdd_mv = 0.124
total_leakage_power_nw = 5.63
## critical path, delay by kind of cell
family | cells | cell delay [ns]
buffers and inverters | 4 | 1.97
## Yosys cell counts (18+ instances only)
cell	n
sky130_fd_sc_hd__clkbuf_1	34
sky130_fd_sc_hd__inv_1	47
sky130_fd_sc_hd__and2_1	34
sky130_fd_sc_hd__dfrtp_1	234
sky130_fd_sc_hd__nor3_1	18
sky130_fd_sc_hd__nand2_1	86
sky130_fd_sc_hd__nand4_1	32
sky130_fd_sc_hd__a21oi_1	35
sky130_fd_sc_hd__ha_1	22
sky130_fd_sc_hd__nor4_1	23
sky130_fd_sc_hd__nor2_1	85
sky130_fd_sc_hd__nand3_1	63
sky130_fd_sc_hd__and3_1	21
sky130_fd_sc_hd__o31ai_1	25
sky130_fd_sc_hd__o21ai_0	70
sky130_fd_sc_hd__xor2_1	26
sky130_fd_sc_hd__mux2_2	39
sky130_fd_sc_hd__nor2b_1	20
sky130_fd_sc_hd__xnor2_1	40
## state kept, by name (all words and copies together), names as in the netlist, 8 cells and up
name                 cells
dcm.counter500          32
dm.driver.count_50K     32
ed_split.contador       17
ed_start.contador       17
dcm.counter_clk         32
ed_stop.contador        17
dm.driver.an             8
## area by class of cell
cell class / instances / area, um^2
Clock buffer: 17 / 425
Clock inverter: 15 / 219
Fill cell: 2628 / 15800
Inverter: 47 / 180
Multi-Input combinational cell: 815 / 5340
Sequential cell: 248 / 6230
Tap cell: 384 / 480
Timing Repair Buffer: 33 / 308
## how the worst max path moves through the flow
| stage | from | end | cells after the start | slack (ns) |
|---|---|---|---|---|
| 4_1_cts | rst | dm.driver.count_50K[19] | 4 | 4.39 |
| 6_report | rst | dm.driver.count_50K[26] | 4 | 4.45 |
| 5_1_grt | rst | dm.driver.count_50K[26] | 4 | 4.17 |
## routing by layer
metal	track usage	routed length, um
met5	0	0
met4	0.0135	172
met3	0.0234	591
met2	0.230	9630
met1	0.263	11100
## report_power, final
group          internal, W  total, W  leakage, nW  switching (W)
Combinational    0.0000588  0.000141         2.07      0.0000827
Clock             0.000466  0.000963        0.309       0.000497
Sequential         0.00111   0.00117         3.25      0.0000565
Total              0.00164   0.00227         5.63       0.000636
## through the flow
| stage | power, W | utilization |
|---|---|---|
| 2_1_floorplan | 0.00129 | - |
| 3_3_place_gp | 0.00133 | 0.433 |
| 3_5_place_dp | 0.00133 | 0.433 |
| 4_1_cts | 0.00231 | 0.456 |
| 5_1_grt | 0.00238 | 0.456 |
| 6_report | 0.00227 | 0.456 |
## kinds of logic (layout without fill, tap and decap cells)
logic type,Yosys count,after routing,share of synthesized area
and+or+nand+nor,450,450,0.203
adders and majority gates,22,22,0.0232
buffers and inverters,90,112,0.0297
AOI/OAI and AO/OA,204,204,0.110
xor gates and xnor gates,66,66,0.0487
DFF,248,248,0.525
muxes,59,59,0.0602
other,2,14,0.000633
No activity file was given, so power comes from the tool's default toggle rates.
